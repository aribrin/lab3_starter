**run.sh**
```bash
#!/bin/bash
# OpenROAD 26Q1-2900-gdf79404cd8, Yosys 0.63+post, stock flow scripts
make -C /OpenROAD-flow-scripts/flow DESIGN_CONFIG=/design/flow/config.mk WORK_HOME=/design/flow/orfs finish
```
**constraint.sdc**
```tcl
current_design poly

set clk_period 1.6
set clk_io_pct 0.2

create_clock -name clk0 -period $clk_period [get_ports {clk}]

set non_clock_inputs [all_inputs -no_clocks]
set_input_delay [expr $clk_period * $clk_io_pct] -clock clk0 $non_clock_inputs
set_output_delay [expr $clk_period * $clk_io_pct] -clock clk0 [all_outputs]
```
**config.mk**
```make
export PLATFORM = sky130hd
export DESIGN_NAME = poly
export DESIGN_NICKNAME = poly
export VERILOG_FILES = /design/flow/design.v
export SDC_FILE = /design/flow/constraint.sdc
export NUM_CORES = 4
export LEC_CHECK = 1
export CORE_AREA = 10 10 76 76
export DIE_AREA = 0 0 86 86
```
**design.v**
```verilog
module poly #(
	      parameter WIDTH = 8 )
   (output logic [WIDTH-1:0] val,
    input logic [WIDTH-1:0] seed,  
    input logic [WIDTH-1:0] taps,  
    input logic enab,  
    input logic rst,  
    input logic clk);
   logic [WIDTH-1:0] 	     nextVal;
   logic 		     inp;
   assign inp  = ^(val & taps);
   always_comb begin
      if (rst)
		  nextVal = seed;
      else
	if (enab)
	  nextVal = {val[WIDTH-2:0], inp};
	else
	  nextVal = val;
   end
   always_ff @(posedge clk) begin
      val <= nextVal;
   end
endmodule
```
==> flow_metrics.tcl <==
# implementation run metrics
set metrics [dict create \
    ir_worst_vdd_mv 0.212 \
    routed_wl_mm 1.33 \
    cp-end-kind "flip-flop" \
    num_vias 345 \
    clk_pin_slew_worst_paths_ns 0.04 \
    crit_top_cell "xnor2_1" \
    slew_headroom 0.877 \
    grt_pass1_wl_mm 2.04 \
    leakage_nw 0.359 \
    yosys_warnings 1 \
    ys_cells 33 \
    cp.arrival_ns 1.53 \
    cts.path.max_buffers 2 \
    coreArea_sq_um 4120 \
    fin_crit_ns 1.56 \
    finalNonFillerCells 112 \
    die-area_sq_um 7400 \
    routedWlPerCell_microns 11.9 \
    rows 23 \
    portBuffers 26 \
    clkPwrFrac 0.308 \
    fin_crit_sh 0.974 \
    grt_overflow_total 0 \
    numSynthFlops 8 \
    crit_path_cell_trace "clkdlybuf4s50_1 > nand2_1 > xnor2_1 > xnor2_1 > xnor2_1 > mux2_4" \
    worstMarginPinSlew_ns 0.184 \
    netlist_area_sq_um 432 \
    track_usage 0.0355 \
    openroad.warnings 25 \
    p_comb_frac 0.302 \
    status "complete, no violations" \
    cts_tree "yes" \
    antenna_left 0 \
    drc_errors 0 \
    drv_slew 0 \
    cts_sinks 8 \
    drive_above_1_share 0.306 \
    viasPerCell 3.08 \
    clock_latency_ns 0.23 \
    fp_util 0.105 \
    power.internal_w 0.000609 \
    grt_max_degree 10 \
    fin_util 0.206 \
    crit_type "primary input to flip-flop" \
    numCtsBuffers 3 \
    largest_reg_flops 8 \
    placed_cell_area_sq_um 758 \
    finalHoldViolCount 0 \
    final_layout_top_logic_cells "clkdlybuf4s50_1 (19), edfxtp_1 (8), mux2_2 (7), dlymetal6s2s_1 (7)" \
    sequentialPowerShare 0.391 \
    power.switching_w 0.000167 \
    yosys_area_sq_um 432 \
    p_sw_frac 0.215 \
    regMostFlops "val" \
    fmax_ghz 0.641 \
    hold_buffers 0 \
    rsz0062_at_grt "false" \
    n_antenna_cell 0 \
    dr.pass1.iters 2 \
    cp_max_fo 1 \
    antenna_found_initial 0 \
    dpl.cell_count 109 \
    cp-start-kind "primary input" \
    drt_iter0_markers 7 \
    syn_to_final_growth_pct 95.9 \
    cts-root-buf "clkbuf_8" \
    grt_pass1_vias 396 \
    gp_congestion 0.731 \
    skew_ns 0.000780 \
    powerDensity_nw_per_um2 918 \
    syn_avg_cell_area_sq_um 13.1 \
    die_h_microns 86 \
    critPathMaxStageDelay_ns 0.46 \
    fin_tns_setup_ns 0 \
    syn_inst 33 \
    top_level_ports 27 \
    layout_top_cell "clkdlybuf4s50_1" \
    yosysUniqueCellTypes 7 \
    largest_registers "val x8" \
    fillers 439 \
    cap_violations 0 \
    hold_path_class "flip-flop to flip-flop" \
    worst_path_max_delay_cell "clkdlybuf4s50_1" \
    crit_required_ns 1.57 \
    finalSetupViolations 0 \
    htree_levels 1 \
    design_area_sq_um 846 \
    ys_seq_share 0.557 \
    reg2reg_slack_ns 0.15 \
    die_w_microns 86 \
]
worst paths after layout:
path | from | end | cells past startpoint
hold / removal | val[0] | val[1] | 1
setup reg to reg | val[6] | val[0] | 5
setup / recovery | taps[1] | val[0] | 6
hold reg to reg | val[0] | val[1] | 1
power groups by stage:
stage     logic [W]  clock network, W  registers, W
4_1_cts    0.000230          0.000246      0.000302
5_1_grt    0.000255          0.000259      0.000310
6_report   0.000234          0.000239      0.000303
cells in the mapped netlist, drive strengths merged:
master,instances,area (sq um)
nand2,8,30.0
clkbuf,1,3.75
or2,1,6.26
xor2,1,8.76
mux2,8,90.1
xnor2,6,52.6
edfxtp,8,240
per-stage QoR:
step | total power [W] | hold WS [ns] | worst slack, ns
after floorplan | 0.000396 | 0.541 | 0.276
after global placement | 0.000526 | 0.603 | -0.237
after detailed placement | 0.000530 | 0.603 | -0.254
after CTS | 0.000778 | 0.620 | 0.00679
after global routing | 0.000824 | 0.627 | 0.00592
final | 0.000776 | 0.615 | 0.0411
worst max-delay path: cells and delay by family:
family / cells / cell delay, ns
XOR/XNOR: 3 / 0.43
multiplexers: 1 / 0.26
AND/OR/NAND/NOR: 1 / 0.06
buffers and inverters: 1 / 0.46
area by class of cell:
| type | instances | area [sq um] | share of cell area |
|---|---|---|---|
| Sequential cell | 8 | 240 | 0.284 |
| Multi-Input combinational cell | 24 | 216 | 0.256 |
| Clock buffer | 3 | 41.3 | 0.0488 |
| Timing Repair Buffer | 27 | 285 | 0.337 |
| Tap cell | 50 | 62.6 | 0.0740 |
cells by family (layout without fill, tap and decap cells):
| family | count (synthesis) | after routing | share of synthesized area |
|---|---|---|---|
| AND/OR/NAND/NOR | 9 | 9 | 0.0841 |
| flip-flops | 8 | 8 | 0.557 |
| multiplexers | 8 | 8 | 0.209 |
| buffers and inverters | 1 | 30 | 0.00869 |
| XOR/XNOR | 7 | 7 | 0.142 |
metal layers:
layer  GRT usage  part of all wire  routed length [microns]
met3      0.0267              0.15                      200
met5           0                 0                        0
met4     0.00749             0.016                       21
met2      0.0588              0.50                      666
met1      0.0347              0.33                      441
repair_timing:
action                                  CTS  global route
setup buffers                             0             0
pin swaps                                 0             8
gates resized                             1            13
endpoints found under the setup margin    1             1
Power figures rest on the tool's default switching activity, not on a simulated workload.
