File: design.v
module counterDn #(parameter WIDTH=12, parameter [WIDTH-1:0] STARTVAL = 4095)
   (output logic [WIDTH-1:0] val,
    output logic zero,
    input logic [WIDTH-1:0] startVal,
    input logic  enab,
    input logic  rst,
    input logic  clk);
   logic [WIDTH-1:0] 	    next_val;
   logic [WIDTH-1:0] 	    valMinusOne;
   assign valMinusOne = val - 'b1;
   assign zero = (val == 'b0);
   assign next_val = rst ? startVal :                   
		     enab ?                             
		     (~zero ? valMinusOne : startVal) :     
		     val;                               
   always_ff @(posedge clk) begin
      val <= next_val;
   end
endmodule  
File: run.sh
#!/bin/bash
# OpenROAD 26Q1-2900-gdf79404cd8, Yosys 0.63+post, stock flow scripts
make -C /OpenROAD-flow-scripts/flow DESIGN_CONFIG=/design/flow/config.mk WORK_HOME=/design/flow/orfs finish
File: config.mk
export PLATFORM = sky130hd
export DESIGN_NAME = counterDn
export DESIGN_NICKNAME = counterDn
export VERILOG_FILES = /design/flow/design.v
export SDC_FILE = /design/flow/constraint.sdc
export NUM_CORES = 4
export LEC_CHECK = 1
export CORE_AREA = 10 10 92 92
export DIE_AREA = 0 0 102 102
File: constraint.sdc
current_design counterDn

set clk_period 4.6
set clk_io_pct 0.2

create_clock -name clk0 -period $clk_period [get_ports {clk}]

set non_clock_inputs [all_inputs -no_clocks]
set_input_delay [expr $clk_period * $clk_io_pct] -clock clk0 $non_clock_inputs
set_output_delay [expr $clk_period * $clk_io_pct] -clock clk0 [all_outputs]
==> impl_metrics.yaml <==
# generated from flow reports
cells_and_area:
  layout_top_cells: "27 x clkdlybuf4s50_1, 14 x nor2_1, 12 x edfxtp_1"
  combGateArea_um2: 382.9
  final_cell_area_mm2: 0.001174
  ff_latch_area_um2: 360.3
  drive_gt1_frac: 0.1188
  areaGrowthSynthToFinish_pct: 54.28
  nFillCells: 724
  fin_util: 0.1817
  top_register: "val"
  largest_reg_flops: 12
  top_regs: "val (12)"
  final_common_cell: "clkdlybuf4s50_1"
power_and_ir_drop:
  switching_share: 0.2615
  seqPwrFrac: 0.470
  p_int_mw: 0.2416
  clkPwrFrac: 0.305
  p_leak_nw: 0.3878
  comb_power_share: 0.224
  vdd_drop_max_uv: 73.28
  p_sw_mw: 0.08556
  powerDensity_mw_per_mm2: 278.7
floorplan:
  coreArea_mm2: 0.006459
  die_h_um: 102
  fp_util: 0.1178
  ios: 28
  fp-row-count: 29
  die_w_um: 102
  die_area_mm2: 0.01040
place:
  gp_congestion: 0.7666
  portBuffers: 27
  dpl_cell_area_mm2: 0.001129
  dp_hpwl_um: 1773
  preCtsSetupSlack_ns: 1.979
route:
  via_count: 624
  wirelength_um: 2247
  drc: 0
  viasPerCell: 3.506
  dr.first_iter.drc_count: 37
  num_antenna_cells: 0
  post_drt_wl_per_cell_um: 12.62
  firstDrtPassIters: 4
  drtAntennaViolNets: 0
synth:
  synth_flops: 12
  syn_area_um2: 760.7
  top_cells_by_area: "edfxtp_1 47%, nor2_1 6.9%, a21oi_1 5.9%"
  yosysWarnings: 1
  yosys_area_um2: 760.7
  ys_cells: 72
  syn_inst: 72
  yosysTopAreaCell: "edfxtp_1"
  synth_area_per_cell_um2: 10.57
  yosysUniqueCellTypes: 24
  yosys.area.top_type_share: 0.4737
  yosysSeqAreaShare: 0.4737
clock_tree:
  numClockSinks: 12
  cts_hold_buffers: 0
  cts_tree: "built"
  post_cts_resize_count: 0
  cts_inserted_buffers: 3
  clk_path_buf_depth: 2
  postCtsSetupBuffers: 0
  cts-root-buf: "clkbuf_8"
  htree_levels: 1
  clk_latency_ns: 0.24
  clk_pin_slew_ns: 0.05
grt:
  antenna_found_initial: 0
  grt_pass1_vias: 683
  grt_max_degree: 23
  grt_pass1_wl_um: 3594
  grt_overflow: 0
  gr-usage-all-layers: 0.04411
critical_path:
  cp_max_fo: 3
  cp_data_required_time_ns: 3.68
  start_kind: "register"
  crit_type: "register to primary output"
  end_kind: "primary output"
  arrival_ns: 1.95
timing:
  hold_slack_ns: 0.7422
  worst_clock_skew_ns: 0.0009957
  worstMarginPinSlew_ns: 0.4168
  min_period_ns: 2.865
  timing_hold_violations_final: 0
  setup-tns-final_ns: 0
  max_slew_margin: 0.7182
  min_period_over_period: 0.6229
  fmax_mhz: 349.0
  timing.final.max_slew_violations: 0
  setup_ws_ns: 1.735
  grt_setup_unrepaired: "no"
  setup_viol: 0
run:
  max-cap-violations: 0
  warning_count: 26
outcome:
  outcome: "complete, no violations"
worst_hold_path:
  hp-class: "register to register"
==> area by class of cell <==
cell class              instances  area share
clock buffers                   3     0.03518
clock inverters                 1    0.003198
inverters                       3    0.009595
multi-input cells              54      0.3262
flip-flops and latches         12      0.3070
well taps                      77     0.08209
repair buffers                 28      0.2367
==> worst max-delay path, cell delays in order, from the launching register on <==
cell             delay [ns]
edfxtp_1               0.39
inv_1                  0.11
ha_1                   0.14
nor4b_1                0.36
and3_1                 0.23
clkdlybuf4s50_1        0.47
==> worst paths after layout <==
kind                start      end  slack [ns]  cells past startpoint
hold / removal    val[11]  val[11]        0.74                      2
hold reg to reg   val[11]  val[11]        0.74                      2
setup / recovery   val[0]     zero        1.73                      5
setup reg to reg   val[0]   val[0]        2.68                      6
==> stage by stage <==
step	power (mW)	cells
after floorplan	0.1835	72
after global placement	0.2308	174
after detailed placement	0.2315	174
after CTS	0.3315	178
after global routing	0.3488	178
final	0.3271	178
==> cell families after synthesis <==
kind of cell,Yosys count,synth area share
xor+xnor,10,0.1151
compound gates,11,0.07895
flops,12,0.4737
mux,2,0.02796
buf+inv,6,0.03125
fa+ha+maj,2,0.03289
simple gates,29,0.2401
==> synthesized netlist by cell type (all sizes together) <==
| library cell | number |
|---|---|
| and3 | 1 |
| or4 | 1 |
| nor4 | 3 |
| nand3 | 2 |
| mux2i | 1 |
| nor2 | 14 |
| edfxtp | 12 |
| buf | 1 |
| mux2 | 1 |
| nor3 | 2 |
| or2 | 1 |
| xnor2 | 5 |
| ha | 2 |
| nand4 | 1 |
| or3 | 2 |
| clkbuf | 2 |
| inv | 3 |
| nand2 | 1 |
| a31oi | 1 |
| a21oi | 10 |
| nor4b | 1 |
| xor2 | 5 |
==> power groups by stage <==
stage	registers, mW	logic (mW)	clock network (mW)
CTS	0.154	0.0759	0.101
global route	0.156	0.0826	0.110
finish	0.154	0.0734	0.0999
==> routing by layer <==
layer	GRT usage	vias to the layer above	share of wire
li1	-	316	-
met1	0.05327	283	0.42
met2	0.07407	20	0.48
met3	0.01704	5	0.078
met4	0.007592	0	0.017
met5	0	-	0
Power and IR drop assume default switching activity.
